## ./design.v

```verilog
module branch_unit (
    input wire [31:0] pc,
    input wire [31:0] ext_imm,
    input wire [25:0] target,
    input wire [31:0] rd1,
    input wire [31:0] rd2,
    input wire branch,
    input wire jump,
    input wire jal,
    input wire jr,
    input wire [5:0] opcode,
    output reg [31:0] pc_next
);
    wire [31:0] pc_plus_4;
    wire [31:0] pc_branch;
    wire [31:0] jump_addr;
    wire branch_cond;
    assign pc_plus_4 = pc + 4;
    assign pc_branch = pc_plus_4 + (ext_imm << 2);
    assign jump_addr = {pc[31:28], target, 2'b00};
    assign branch_cond = (opcode == 6'b000100 && rd1 == rd2) || (opcode == 6'b000101 && rd1 != rd2);
    always @(*) begin
        if (jr)
            pc_next = rd1;
        else if (jump || jal)
            pc_next = jump_addr;
        else if (branch && branch_cond)
            pc_next = pc_branch;
        else
            pc_next = pc_plus_4;
    end
endmodule
```

## ./run.sh

```bash
#!/bin/bash
# OpenROAD 26Q1-2900-gdf79404cd8, Yosys 0.63+post, stock flow scripts
make -C /OpenROAD-flow-scripts/flow DESIGN_CONFIG=/design/flow/config.mk WORK_HOME=/design/flow/orfs finish
```

## ./config.mk

```make
export PLATFORM = sky130hd
export DESIGN_NAME = branch_unit
export DESIGN_NICKNAME = branch_unit
export VERILOG_FILES = /design/flow/design.v
export SDC_FILE = /design/flow/constraint.sdc
export NUM_CORES = 4
export LEC_CHECK = 1
export CORE_AREA = 10 10 133 133
export DIE_AREA = 0 0 143 143
```

## ./constraint.sdc

```tcl
current_design branch_unit

set clk_period 23.7
set clk_io_pct 0.2

create_clock -name clk0 -period $clk_period

set non_clock_inputs [all_inputs -no_clocks]
set_input_delay [expr $clk_period * $clk_io_pct] -clock clk0 $non_clock_inputs
set_output_delay [expr $clk_period * $clk_io_pct] -clock clk0 [all_outputs]
```

==> ci_impl_report.md <==
## Implementation flow summary

| Metric | Value |
|---|---|
| CP Launch Type | `input pin` |
| Max rail drop VDD | `0.00764 mV` |
| Via count | `4,504` |
| DR iter-0 viols | `301` |
| Ports | `196` |
| Post-cts hold buffer count | `0` |
| CP required | `18.96 ns` |
| Via/cell ratio | `5.19` |
| Syn Inst Count | `509` |
| Maxcap violations | `0` |
| WHS Path Cells | `4` |
| Post-synthesis compound-gate area fraction | `32.1%` |
| Seq/Total Area, Yosys | `0%` |
| Max-slew headroom | `43.6%` |
| First-pass GRT wire length | `25,600 µm` |
| # Cells Yosys | `509` |
| Die area | `20,400 µm²` |
| FP Util | `23.7%` |
| Die extent in y | `143 µm` |
| Vias in the first global route | `4,472` |
| Largest net degree at the start of global routing | `49` |
| Setup violators final | `0` |
| Routability-driven placement congestion ratio | `0.955` |
| Worst-path cell chain | `clkdlybuf4s50_1 > and4_1 > nand4_1 > nor3_1 > and4_1 > and3_1 > xnor2_1 > inv_1 > ha_1 > a21o_1 > a21o_1 > a21oi_1 > o21ai_0 > o211a_1 > a311oi_1 > mux2_2 > o21bai_1 > o2111ai_1 > clkdlybuf4s50_1` |
| PnR worst setup slack | `9.11 ns` |
| RSZ-0062 raised after global routing | `no` |
| Flop area | `0 µm²` |
| Top logic family | `AND-OR/OR-AND gates` |
| DRC viols | `0` |
| Max-slew violations | `0` |
| Status | `completed` |
| Hpwl dp | `14,800 µm` |
| Critical Path Fanout Max | `5` |
| Pwr Total | `113 µW` |
| Initial antenna violation count | `0` |
| Setup TNS after final layout | `0 ns` |
| Synth unique cells | `55` |
| PortBufs | `194` |
| Final worst-path cycle share | `61.6%` |
| Worst setup EP type | `primary output` |
| DR pass1 iterations | `5` |
| Fmax | `68.5 MHz` |
| Cts repair resizes | `0` |
| Kind of critical path | `in2out` |
| Wire per inst | `19.9 µm` |
| Slew @ Worst Pin | `0.840 ns` |
| HP Class | `in2out` |
| Gr ovfl total | `0` |
| Die width | `143 µm` |
| Worst EP arrival | `9.85 ns` |
| Mapped Area | `3490 µm²` |
| Synth-to-Final Area Change | `59.8%` |
| Fin. Hold Viols | `0` |
| Adder share | `13.9%` |
| Core Rows | `44` |
| Setup bufs post-CTS | `0` |
| Max incr delay on CP | `0.71 ns` |
| Layout cells sized above 1 | `2.49%` |
| Pleak | `0.00219 µW` |
| Num sequential | `0` |
| Core area | `14,700 µm²` |
| YS chip area | `3490 µm²` |
| Minimum clock period | `14.59 ns` |
| Syn avg cell area | `6.85 µm²` |
| Synth mux share | `5.02%` |
| Dpl ws | `9.22 ns` |
| Total Wirelength | `17,200 µm` |
| Number of fill cells | `1,493` |
| Synth warnings | `1` |
| OpenROAD warning count | `41` |
| Aggregate global-route resource usage | `15.9%` |
| PD cells | `20.2 nW/µm²` |
| Synth Area in Simple Gates | `24.2%` |
| Worst path slowest cell | `nor3_1` |
| Yosys xor share | `20.8%` |
| Clock Buffer Count | `0` |
| Antenna viol nets, final | `0` |
| Antenna Cells | `0` |
[cell usage in the layout, fill, tap and decap left out, types with 3 or more instances in the layout]
master / netlist / routed
or2_2: 3 / 3
o2111ai_1: 3 / 3
buf_4: 2 / 3
o21a_1: 5 / 5
o221ai_1: 4 / 4
mux2i_1: 13 / 13
inv_1: 9 / 9
o21ai_0: 34 / 34
a21oi_1: 48 / 48
nand2_1: 51 / 51
a21o_1: 28 / 28
nor3_1: 10 / 10
xor2_1: 55 / 55
nand4_1: 12 / 12
nor2_1: 39 / 38
xnor2_1: 28 / 28
nand2b_1: 3 / 3
and3_1: 7 / 7
clkdlybuf4s50_1: 0 / 193
o31ai_1: 5 / 5
a221oi_1: 3 / 3
nand3_1: 17 / 17
nor3b_1: 5 / 5
nor4_1: 11 / 11
ha_1: 37 / 37
mux2_2: 4 / 4
a211oi_1: 11 / 11
and4_1: 6 / 6
o211ai_1: 4 / 4
[worst max-delay path, delay by kind of cell]
family | cells | cell delay (ns)
AOI/OAI and AO/OA | 8 | 1.42
adders and majority gates | 1 | 0.25
xor gates and xnor gates | 1 | 0.17
and+or+nand+nor | 5 | 1.72
buffers and inverters | 3 | 1.18
muxes | 1 | 0.40
[metal layers]
| layer | global-route usage (%) | wire, µm | vias up |
|---|---|---|---|
| met1 | 21.8 | 7770 | 2050 |
| met2 | 26.4 | 8010 | 184 |
| li1 | - | - | 2258 |
| met4 | 1.36 | 157 | 0 |
| met3 | 3.03 | 1290 | 12 |
| met5 | 0 | 0 | - |
[metrics by stage]
step	instances	hold WS, ns	cell area (µm²)	util [%]
6_report	868	10.42	5570	37.9
5_1_grt	868	10.44	5570	37.9
4_1_cts	868	10.43	5570	37.9
3_5_place_dp	868	10.42	5570	37.9
3_3_place_gp	868	10.41	5570	37.9
2_1_floorplan	509	9.53	3490	-
[report_power, final]
group	leakage [µW]	switching (µW)	internal (µW)
Combinational	0.00219	51.4	61.3
Sequential	0	0	0
Clock	0	0	0
[worst paths after layout]
| path | start | end | slack (ns) |
|---|---|---|---|
| min | pc[1] | pc_next[1] | 10.42 |
| max | pc[4] | pc_next[31] | 9.11 |
[cells by family (layout without fill, tap and decap cells)]
logic type                 Yosys count  in the layout
AOI/OAI and AO/OA                  169            169
xor gates and xnor gates            83             83
buffers and inverters               31            206
and+or+nand+nor                    171            171
muxes                               17             17
adders and majority gates           38             38
[cells in the mapped netlist, drive strengths merged (2+ instances only)]
| cell type | n | area share (%) |
|---|---|---|
| nor2 | 39 | 4.2 |
| o221ai | 4 | 1.0 |
| o31ai | 5 | 1.1 |
| nor4 | 11 | 2.0 |
| mux2i | 13 | 3.7 |
| inv | 9 | 0.97 |
| o21ai | 35 | 5.0 |
| clkbuf | 18 | 1.9 |
| nor3b | 5 | 1.1 |
| a211oi | 11 | 2.4 |
| a311o | 2 | 0.57 |
| a311oi | 2 | 0.50 |
| nand3 | 17 | 2.4 |
| mux2 | 4 | 1.3 |
| nor3 | 10 | 1.4 |
| and3 | 7 | 1.3 |
| buf | 4 | 1.1 |
| and4 | 6 | 1.5 |
| or2 | 4 | 0.72 |
| nand4 | 12 | 2.2 |
| a2bb2oi | 2 | 0.50 |
| ha | 37 | 13 |
| xor2 | 55 | 14 |
| a21o | 28 | 6.0 |
| o211ai | 4 | 0.86 |
| a21oi | 48 | 6.9 |
| o22ai | 2 | 0.36 |
| nand2b | 3 | 0.54 |
| o21bai | 2 | 0.43 |
| a2111oi | 2 | 1.0 |
| xnor2 | 28 | 7.0 |
| o2111ai | 3 | 0.75 |
| a31oi | 2 | 0.36 |
| o211a | 2 | 0.57 |
| a221oi | 3 | 0.75 |
| nand2 | 52 | 5.7 |
| o21a | 5 | 1.1 |
[layout make-up]
class | count | area [µm²] | area share (%)
Tap cell | 184 | 230 | 4.13
Multi-Input combinational cell | 478 | 3350 | 60.1
Inverter | 9 | 33.8 | 0.606
Timing Repair Buffer | 197 | 1960 | 35.2
Power is estimated from default activity; no workload was simulated.
