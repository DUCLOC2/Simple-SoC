==> design/flow/config.mk <==
export PLATFORM = sky130hd
export DESIGN_NAME = pc
export DESIGN_NICKNAME = pc
export VERILOG_FILES = /design/flow/design.v
export SDC_FILE = /design/flow/constraint.sdc
export NUM_CORES = 4
export LEC_CHECK = 1
export CORE_AREA = 10 10 85 85
export DIE_AREA = 0 0 95 95
==> design/flow/constraint.sdc <==
current_design pc

set clk_period 1.0
set clk_io_pct 0.2

create_clock -name clk0 -period $clk_period [get_ports {clk}]

set non_clock_inputs [all_inputs -no_clocks]
set_input_delay [expr $clk_period * $clk_io_pct] -clock clk0 $non_clock_inputs
set_output_delay [expr $clk_period * $clk_io_pct] -clock clk0 [all_outputs]
==> design/flow/design.v <==
module pc (
    input wire clk,
    input wire rst,
    input wire [31:0] pc_next,   
    output reg [31:0] pc        
);
    always @(posedge clk or posedge rst) begin
        if (rst)
            pc <= 32'b0; 
        else
            pc <= pc_next;  
    end
endmodule
==> design/flow/run.sh <==
#!/bin/bash
# OpenROAD 26Q1-2900-gdf79404cd8, Yosys 0.63+post, stock flow scripts
make -C /OpenROAD-flow-scripts/flow DESIGN_CONFIG=/design/flow/config.mk WORK_HOME=/design/flow/orfs finish
==> results.sh <==
# physical design summary
export IMPL_drc=0
export IMPL_grt_pass1_vias=642
export IMPL_fmax_ghz=1.05
export IMPL_drt_total_wl_mm=2.55
export IMPL_crit_chain="buf_2"
export IMPL_cts_buffers=5
export IMPL_regMostFlops="pc"
export IMPL_grt_pass1_wl_mm=3.73
export IMPL_crit_required_ns=0.80
export IMPL_ys_flops=32
export IMPL_endpoint_kind="output pin"
export IMPL_hold_buffers=0
export IMPL_synth_cell_area_um2=805
export IMPL_ctsRootBufferMaster="clkbuf_8"
export IMPL_avgSynthCellArea_um2=24.4
export IMPL_ys_area_um2=805
export IMPL_warnings=25
export IMPL_wl_per_cell_um=14.2
export IMPL_rsz0062_at_grt="false"
export IMPL_grt_max_degree=25
export IMPL_cp_arrival_ns=0.76
export IMPL_post_route_period_util=0.956
export IMPL_area_growth_pct=85.5
export IMPL_powerDensity_nw_per_um2=1680
export IMPL_grt_antenna_before_repair=1
export IMPL_logic_gates=0
export IMPL_ir_drop_uv=385
export IMPL_setup_tns_ns=0
export IMPL_vias=558
export IMPL_path_clk_slew_ns=0.07
export IMPL_fin_area_um2=1490
export IMPL_htreeDepth=2
export IMPL_hpwlAfterDp_mm=2.07
export IMPL_slew_limit_headroom=0.907
export IMPL_ys_types=2
export IMPL_crit_type="reg -> out"
export IMPL_drt_iter0_drc=14
export IMPL_dieWidth_um=95
export IMPL_hold_violations=0
export IMPL_dr_pass1_iters=3
export IMPL_ios=66
export IMPL_dieArea_um2=9030
export IMPL_top_regs="pc x32"
export IMPL_globalplace_congestion=0.668
export IMPL_yosysSeqAreaShare=0.995
export IMPL_largest_register_ffs=32
export IMPL_dp_cells=172
export IMPL_slew_violations=0
export IMPL_postRouteAntennaNets=0
export IMPL_final_layout_size_suffix_gt1_frac=0.374
export IMPL_rows=27
export IMPL_fp_util=0.147
export IMPL_min_path_type="in -> async"
export IMPL_min_period_ns=0.956
export IMPL_critPathTopFamily="flip-flops"
export IMPL_fill_cells=587
export IMPL_start_kind="flip-flop"
export IMPL_slowest_stage="dfrtp_1"
export IMPL_via_per_inst=3.10
export IMPL_stdcell_count=180
export IMPL_logic_area_um2=0
export IMPL_setup_viol=0
export IMPL_p_leak_nw=0.688
export IMPL_cp_slowest_stage_delay_ns=0.37
export IMPL_die_y_um=95
export IMPL_cts_resized=96
export IMPL_io_buffers=65
export IMPL_cts_buffer_depth=2
export IMPL_place_area_um2=1570
export IMPL_grt_overflow_total=0
export IMPL_cp_max_fo=1
export IMPL_timing_critical_path_buf_inv=1
export IMPL_outcome="completed"
export IMPL_hold_slack_ns=0.282
export IMPL_core_area_um2=5470
export IMPL_clkSinkCount=32
export IMPL_postCtsSetupBuffers=0
export IMPL_ys_cells=33
export IMPL_worstMarginPinSlew_ns=0.139
export IMPL_cts_tree="built"
export IMPL_maxCapViolations=0
export IMPL_yosysWarningCount=1
export IMPL_synthCells=33
export IMPL_gr_usage_all_layers=0.0549
[where the power goes]
| part | total [mW] | switching, mW | internal (mW) |
|---|---|---|---|
| clock | 0.910 | 0.437 | 0.472 |
| combinational | 0.218 | 0.0552 | 0.163 |
| sequential | 1.37 | 0.0138 | 1.36 |
| total | 2.50 | 0.506 | 1.99 |
[placed cells by master, fill, tap and decap left out, drive strengths merged]
cell type	netlist	layout
dfrtp	32	32
diode	0	1
clkdlybuf4s50	0	33
inv	1	1
buf	0	34
clkbuf	0	6
clkinv	0	1
[cells by family (layout without fill, tap and decap cells)]
family	Yosys count	in the layout	synth area share
flip-flops	32	32	0.995
other	0	1	0
buffers and inverters	1	75	0.00466
[final timing paths]
kind,endpoint,start,slack (ns),depth (start not counted)
max,pc[9],pc[9],0.04,1
min,pc[24],rst,0.28,3
max in group asynchronous,pc[6],rst,0.57,3
min in group clk0,pc[24],pc_next[24],0.36,1
[layer usage]
layer / share of wire / global-route usage / up-vias
met1: 0.32 / 0.0575 / 269
met5: 0 / 0 / -
met4: 0.0055 / 0.0112 / 0
li1: - / - / 245
met2: 0.48 / 0.0812 / 42
met3: 0.19 / 0.0497 / 2
[cells in the mapped netlist]
| master | number | area [um^2] |
|---|---|---|
| dfrtp_1 | 32 | 801 |
| inv_1 | 1 | 3.75 |
[stage by stage]
stage	setup WS [ns]	util	total power [mW]
after floorplan	0.109	-	1.40
after global placement	0.0228	0.287	1.69
after detailed placement	0.00321	0.287	1.69
after CTS	0.0225	0.272	2.57
after global routing	0.000171	0.272	2.66
final	0.0443	0.273	2.50
[final cells by class]
class / instances / area [um^2] / share of cell area
Antenna cell: 1 / 2.50 / 0.00168
Clock inverter: 1 / 5.00 / 0.00335
Clock buffer: 6 / 72.6 / 0.0486
Tap cell: 72 / 90.1 / 0.0604
Inverter: 1 / 3.75 / 0.00251
Timing Repair Buffer: 67 / 518 / 0.347
Sequential cell: 32 / 801 / 0.536
Power is estimated from default activity; no workload was simulated.
