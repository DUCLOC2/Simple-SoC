`design/flow/design.v`:
```
module bus (
    input wire clk,
    input wire [31:0] bAddr,
    input wire [31:0] bWData,
    input wire bWrite,
    input wire [1:0] mem_size,
    output wire [5:0] bSel,
    output wire [31:0] bRData,
    output wire [1:0] mem_size_out,
    input wire [31:0] bRData0, bRData1, bRData2
);
    wire [5:0] bSel_wire;
    bus_decoder decoder (
        .bAddr(bAddr),
        .bSel(bSel_wire)
    );
    bus_mux mux (
        .bSel(bSel_wire),
        .in0(bRData0),
        .in1(bRData1),
        .in2(bRData2),
        .in3(32'b0),
        .in4(32'b0),
        .in5(32'b0),
        .out(bRData)
    );
    assign bSel = bSel_wire;
    assign mem_size_out = mem_size;
endmodule
module bus_decoder (
    input wire [31:0] bAddr,
    output wire [5:0] bSel
);
    assign bSel[0] = (bAddr[15:14] == 2'b00);           
    assign bSel[1] = (bAddr[15:4] == 12'h7f0);          
    assign bSel[2] = (bAddr[15:4] == 12'h7f1);          
    assign bSel[5:3] = 3'b000;                          
endmodule
module bus_mux (
    input wire [5:0] bSel,
    input wire [31:0] in0, in1, in2, in3, in4, in5,
    output reg [31:0] out
);
    always @(*) begin
        casez (bSel)
            6'b?????1: out = in0;
            6'b????10: out = in1;
            6'b???100: out = in2;
            6'b??1000: out = in3;
            6'b?10000: out = in4;
            6'b100000: out = in5;
            default: out = 32'b0;
        endcase
    end
endmodule
```
`design/flow/run.sh`:
```
#!/bin/bash
# OpenROAD 26Q1-2900-gdf79404cd8, Yosys 0.63+post, stock flow scripts
make -C /OpenROAD-flow-scripts/flow DESIGN_CONFIG=/design/flow/config.mk WORK_HOME=/design/flow/orfs finish
```
`design/flow/config.mk`:
```
export PLATFORM = sky130hd
export DESIGN_NAME = bus
export DESIGN_NICKNAME = bus
export VERILOG_FILES = /design/flow/design.v
export SDC_FILE = /design/flow/constraint.sdc
export NUM_CORES = 4
export LEC_CHECK = 1
export CORE_AREA = 10 10 87 87
export DIE_AREA = 0 0 97 97
```
`design/flow/constraint.sdc`:
```
current_design bus

set clk_period 5.3
set clk_io_pct 0.2

create_clock -name clk0 -period $clk_period

set non_clock_inputs [all_inputs -no_clocks]
set_input_delay [expr $clk_period * $clk_io_pct] -clock clk0 $non_clock_inputs
set_output_delay [expr $clk_period * $clk_io_pct] -clock clk0 [all_outputs]
```
==> impl_metrics.env <==
# physical design summary
export IMPL_slew_headroom_pct=66.2
export IMPL_p_leak_nw=1.01
export IMPL_grt_pass1_vias=1794
export IMPL_syn_area_um2=1320
export IMPL_p_per_area_nw_per_um2=55.7
export IMPL_holdWs_ns=2.12
export IMPL_start_kind="primary input"
export IMPL_worstPathCellList="clkdlybuf4s50_1 > and4b_2 > nand4_4 > buf_4 > nor3b_1 > o31a_1 > clkdlybuf4s50_1"
export IMPL_ys_chip_area_um2=1320
export IMPL_slew_violations=0
export IMPL_grt_pass1_wl_um=10300
export IMPL_slowest_stage="clkdlybuf4s50_1"
export IMPL_worst_slew_pin_slew_ns=0.506
export IMPL_cts_hold_buf=0
export IMPL_slowest_delay_ns=0.46
export IMPL_drive_above_1_share_pct=12.7
export IMPL_hold_viol=0
export IMPL_syn_inst=166
export IMPL_coreArea_um2=5640
export IMPL_mostFrequentLayoutCells="clkdlybuf4s50_1, and2_1, o31a_1"
export IMPL_period_needed_ns=4.36
export IMPL_area_delta_synth_final_pct=106
export IMPL_cp_arrival_ns=3.30
export IMPL_status="completed"
export IMPL_pre_cts_ws_ns=0.906
export IMPL_ir_worst_vdd_v=0.0000282
export IMPL_syn_avg_cell_area_um2=7.94
export IMPL_regArea_um2=0
export IMPL_placed_area_um2=2720
export IMPL_drc=0
export IMPL_fill_cells=595
export IMPL_via_count=1669
export IMPL_ys_cells=166
export IMPL_cts_setup_buffers=0
export IMPL_antenna_cells=0
export IMPL_critPathLaunch="bAddr[15]"
export IMPL_crit_path_end_kind="output port"
export IMPL_ys_types=21
export IMPL_vias_per_cell=4.59
export IMPL_grt_max_degree=34
export IMPL_antenna_found_initial=0
export IMPL_die_h_um=97
export IMPL_die_w_um=97
export IMPL_first_pass_iters=3
export IMPL_synth_area_leader_cell="o31a_1"
export IMPL_die_area_um2=9410
export IMPL_tns_ns=0
export IMPL_drtAntennaViolNets=0
export IMPL_hp_class="primary input to output port"
export IMPL_nClkBuffers=0
export IMPL_grt_ovfl_total=0
export IMPL_cp_max_fo=16
export IMPL_dpl_hpwl_um=5140
export IMPL_place_congestion=0.793
export IMPL_ys_seq_share_pct=0
export IMPL_finish_utilization_pct=48.1
export IMPL_rsz0062_at_grt="false"
export IMPL_wl_per_cell_um=18.1
export IMPL_final_design_area_no_fill_um2=2720
export IMPL_port_buffers=143
export IMPL_initCoreUtil_pct=23.4
export IMPL_cp_required_ns=4.24
export IMPL_setup_viol=0
export IMPL_final_common_cell="clkdlybuf4s50_1"
export IMPL_top_cell_area_share_pct=21.3
export IMPL_io_pins=204
export IMPL_ctsResizeCount=0
export IMPL_worst_setup_path_type="primary input to output port"
export IMPL_rows=27
export IMPL_ys_warn_count=1
export IMPL_seq_cells=0
export IMPL_cp_common_cell="clkdlybuf4s50_1"
export IMPL_fin_crit_sh_pct=82.2
export IMPL_track_usage_pct=12.9
export IMPL_setup_ws_ns=0.942
export IMPL_fmax_ghz=0.229
export IMPL_drtIter0Drc=46
export IMPL_topCellsByArea="o31a_1, nor3b_2, and2_1"
export IMPL_drv_cap=0
export IMPL_tool_warnings=86
export IMPL_hp_start="mem_size[0]"
export IMPL_wl_um=6590
==> logic make-up (layout without fill, tap and decap cells) <==
logic type,count (synthesis),count (layout),synth area share (%)
other,1,3,0.284
buffers and inverters,28,152,13.9
AND/OR/NAND/NOR,105,105,64.6
AND-OR/OR-AND,32,32,21.3
==> path summary, 6_finish.rpt <==
kind / end / slack, ns / cells past startpoint
setup / recovery: bRData[3] / 0.94 / 7
hold / removal: mem_size_out[0] / 2.12 / 0
==> through the flow <==
| stage | std cells | total power [W] |
|---|---|---|
| final | 364 | 0.000151 |
| after global routing | 364 | 0.000164 |
| after CTS | 364 | 0.000154 |
| after floorplan | 168 | 0.0000484 |
| after detailed placement | 364 | 0.000153 |
| after global placement | 364 | 0.000153 |
==> layout make-up <==
cell class | count | area (um2) | share of cell area, %
Timing Repair Buffer | 149 | 1470 | 54.2
Multi-Input combinational cell | 140 | 1140 | 42.1
Tap cell | 72 | 90.1 | 3.32
Inverter | 3 | 11.3 | 0.415
==> where the power goes <==
group	switching (W)	internal [W]
clock network	0	0
registers	0	0
logic	0.0000387	0.000113
==> routing by layer <==
layer | up-vias | GRT usage [%] | wire length (um)
met5 | - | 0 | 0
met4 | 0 | 0.113 | 2
met3 | 2 | 5.16 | 625
met2 | 74 | 22.3 | 3130
met1 | 736 | 15.5 | 2830
li1 | 857 | - | -
==> synth_stat cells (2+ instances only) <==
library cell  instances
nand4_4               2
and3_1               29
buf_1                 2
buf_4                 8
inv_1                 2
and4b_2               2
and2_1               32
o31a_1               32
nor3b_1              12
and3_2                3
nor3b_2              20
buf_6                 6
buf_2                 2
clkbuf_1              7
==> worst max-delay path, delay by kind of cell <==
kind / cells / cell delay [ns]
AOI/OAI and AO/OA: 1 / 0.17
buffers and inverters: 3 / 1.19
and+or+nand+nor: 3 / 0.88
Power and IR drop assume default switching activity.
